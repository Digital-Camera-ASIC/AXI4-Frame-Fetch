--- run.sh ---
#!/bin/bash
# OpenROAD 26Q1-2900-gdf79404cd8, Yosys 0.63+post, stock flow scripts
make -C /OpenROAD-flow-scripts/flow DESIGN_CONFIG=/design/flow/config.mk WORK_HOME=/design/flow/orfs finish
--- config.mk ---
export PLATFORM = sky130hd
export DESIGN_NAME = cell_controller
export DESIGN_NICKNAME = cell_controller
export VERILOG_FILES = /design/flow/design.v
export SDC_FILE = /design/flow/constraint.sdc
export NUM_CORES = 4
export LEC_CHECK = 1
export CORE_AREA = 10 10 101 101
export DIE_AREA = 0 0 111 111
--- constraint.sdc ---
current_design cell_controller

set clk_period 2.6
set clk_io_pct 0.2

create_clock -name clk0 -period $clk_period [get_ports {clk}]

set non_clock_inputs [all_inputs -no_clocks]
set_input_delay [expr $clk_period * $clk_io_pct] -clock clk0 $non_clock_inputs
set_output_delay [expr $clk_period * $clk_io_pct] -clock clk0 [all_outputs]
--- design.v ---
module cell_controller
#(
    parameter DATA_WIDTH        = 256,
    parameter CELL_WIDTH        = 768,
    parameter CELL_NUM          = 1200,
    parameter FRAME_ROW_CNUM    = 30,                
    parameter FRAME_COL_CNUM    = 40,                
    parameter CELL_ROW_PNUM     = 8,                 
    parameter CELL_COL_PNUM     = 8,                 
    parameter FRAME_COL_BNUM    = FRAME_COL_CNUM/2,  
    parameter FRAME_COL_PGNUM   = FRAME_COL_CNUM/4,  
    parameter CELL_ADDR_W       = $clog2(CELL_NUM),
    parameter ROW_ADDR_W        = $clog2(FRAME_ROW_CNUM),
    parameter COL_ADDR_W        = $clog2(FRAME_COL_CNUM),
    parameter CROW_ADDR_W       = $clog2(CELL_ROW_PNUM),
    parameter BCOL_ADDR_W       = $clog2(FRAME_COL_BNUM),
    parameter PGCOL_ADDR_W      = $clog2(FRAME_COL_PGNUM)
)
(
    input                       clk,
    input                       rst,
    input                       pgroup_valid_i,
    output                      pgroup_ready_o,
    output                      frame_complete_o,
    output                      pgroup_wr_en_o,
    output  [ROW_ADDR_W-1:0]    row_addr_o,
    output  [CROW_ADDR_W-1:0]   crow_addr_o,
    output  [BCOL_ADDR_W-1:0]   bcol_addr_o,
    output  [COL_ADDR_W-1:0]    ccol_addr_o,
    output                      cell_wr_en_o,
    output  [CELL_ADDR_W-1:0]   cell_wr_addr_o,
    output                      cell_fetch_start_o
);
    localparam  CBUF_ST         = 1'b0;
    localparam  STORE_RAM_ST    = 1'b1;
    wire                        pgroup_handshake;
    reg                         frame_complete;
    reg                         cctrl_st_d;
    reg     [2:0]               ccol_store_ctn_d;
    reg     [ROW_ADDR_W-1:0]    row_addr_d;      
    reg     [CROW_ADDR_W-1:0]   crow_addr_d;     
    wire    [PGCOL_ADDR_W-1:0]  pgcol_addr_d;    
    reg     [COL_ADDR_W-1:0]    ccol_addr_d;     
    reg     [CELL_ADDR_W-1:0]   cell_wr_addr_d;  
    reg                         cctrl_st_q;
    reg     [2:0]               ccol_store_ctn_q;  
    reg     [ROW_ADDR_W-1:0]    row_addr_q;      
    reg     [CROW_ADDR_W-1:0]   crow_addr_q;     
    reg     [PGCOL_ADDR_W-1:0]  pgcol_addr_q;    
    reg     [COL_ADDR_W-1:0]    ccol_addr_q;     
    reg     [CELL_ADDR_W-1:0]   cell_wr_addr_q;  
    assign frame_complete_o     = frame_complete;
    assign pgroup_wr_en_o       = pgroup_handshake;
    assign pgroup_ready_o       = ~|(cctrl_st_q ^ CBUF_ST);
    assign cell_wr_en_o         = ~|(cctrl_st_q ^ STORE_RAM_ST);
    assign cell_wr_addr_o       = cell_wr_addr_q;
    assign row_addr_o           = row_addr_q;
    assign crow_addr_o          = crow_addr_q;
    assign bcol_addr_o          = {pgcol_addr_q, 1'b0};
    assign ccol_addr_o          = ccol_addr_q;
    assign cell_fetch_start_o   = frame_complete_o;
    assign pgroup_handshake     = pgroup_valid_i & pgroup_ready_o;
    assign pgcol_addr_d         = (pgcol_addr_q == FRAME_COL_PGNUM-1) ? {(BCOL_ADDR_W-2){1'b0}} : pgcol_addr_q + 1'b1;
    always @(*) begin
        crow_addr_d = crow_addr_q;
        if(pgcol_addr_q == FRAME_COL_PGNUM-1) begin
            if(crow_addr_q == CELL_ROW_PNUM-1) begin
                crow_addr_d = {CROW_ADDR_W{1'b0}};
            end
            else begin
                crow_addr_d = crow_addr_q + 1'b1;
            end
        end 
    end
    always @(*) begin
        row_addr_d = row_addr_q;
        if((pgcol_addr_q == FRAME_COL_PGNUM-1) && (crow_addr_q == CELL_ROW_PNUM-1)) begin
            if(row_addr_q == FRAME_ROW_CNUM-1) begin
                row_addr_d = {ROW_ADDR_W{1'b0}};
            end
            else begin
                row_addr_d = row_addr_q + 1'b1;
            end
        end 
    end
    always @(*) begin
        cctrl_st_d      = cctrl_st_q;
        cell_wr_addr_d  = cell_wr_addr_q;
        ccol_addr_d     = ccol_addr_q;
        ccol_store_ctn_d= ccol_store_ctn_q;
        frame_complete  = 1'b0;
        case(cctrl_st_q) 
            CBUF_ST: begin
                if(pgroup_handshake && (((~(row_addr_q == {ROW_ADDR_W{1'b0}})) && (crow_addr_q == {CROW_ADDR_W{1'b0}})) || ((row_addr_q == FRAME_ROW_CNUM-1) && (crow_addr_q == CELL_ROW_PNUM-1) && (pgcol_addr_q != 0)))) begin
                    cctrl_st_d          = STORE_RAM_ST;
                    ccol_store_ctn_d    = 3'd0;
                end
            end
            STORE_RAM_ST: begin
                ccol_store_ctn_d    = ccol_store_ctn_q + 1'b1;
                cell_wr_addr_d      = (cell_wr_addr_q == CELL_NUM-1) ? {CELL_ADDR_W{1'b0}} : cell_wr_addr_q + 1'b1;
                ccol_addr_d         = (ccol_addr_q == FRAME_COL_CNUM-1) ? {COL_ADDR_W{1'b0}} : ccol_addr_q + 1'b1;
                frame_complete      = (cell_wr_addr_q == CELL_NUM-1);
                if((row_addr_q == 0) && (crow_addr_q == 0) && (pgcol_addr_q == 0)) begin    
                    if(~|(ccol_store_ctn_q ^ 3'd7)) begin
                        cctrl_st_d          = CBUF_ST;
                    end
                end
                else begin
                    if(~|(ccol_store_ctn_q ^ 3'd3)) begin    
                        cctrl_st_d          = CBUF_ST;
                    end
                end
            end
        endcase
    end
    always @(posedge clk) begin
        if(rst) begin
            pgcol_addr_q <= {PGCOL_ADDR_W{1'b0}};
        end
        else if(pgroup_handshake) begin
            pgcol_addr_q <= pgcol_addr_d;
        end
    end
    always @(posedge clk) begin
        if(rst) begin
            crow_addr_q <= {CROW_ADDR_W{1'b0}};
        end
        else if(pgroup_handshake) begin
            crow_addr_q <= crow_addr_d;
        end
    end
    always @(posedge clk) begin
        if(rst) begin
            row_addr_q <= {ROW_ADDR_W{1'b0}};
        end
        else if(pgroup_handshake) begin
            row_addr_q <= row_addr_d;
        end
    end
    always @(posedge clk) begin
        if(rst) begin
            cctrl_st_q      <= 1'b0;
            cell_wr_addr_q  <= {CELL_ADDR_W{1'b0}};
            ccol_addr_q     <= {COL_ADDR_W{1'b0}};
            ccol_store_ctn_q<= 3'd0;
        end
        else begin
            cctrl_st_q      <= cctrl_st_d;
            cell_wr_addr_q  <= cell_wr_addr_d;
            ccol_addr_q     <= ccol_addr_d; 
            ccol_store_ctn_q<= ccol_store_ctn_d;
        end
    end
endmodule
==> results.py <==
# Flow results
metrics = {
    "power": {
        "p_seq_frac": 0.551,
        "peakVddDrop_uv": 194,
        "p_sw_frac": 0.236,
        "pwr-share-comb": 0.046,
        "power_leakage_nw": 0.781,
        "p_int_mw": 0.714,
        "power_density_mw_per_mm2": 412,
        "power.switching_mw": 0.221,
        "clkPwrFrac": 0.404,
    },
    "detailed_routing": {
        "wl_mm": 3.95,
        "vias_per_cell": 4.17,
        "post_drt_wl_per_cell_um": 11.9,
        "first_pass_iters": 4,
        "drtIter0Drc": 63,
        "vias": 1383,
        "num_antenna_cells": 0,
        "post-route-drc-count": 0,
        "antenna_left": 0,
    },
    "clock_network": {
        "cts_tree": "done",
        "path_clk_slew_ns": 0.07,
        "htreeDepth": 2,
        "cts_setup_buffers": 0,
        "cts_num_sinks": 33,
        "cts_buffers": 5,
        "cts_root_buffer": "clkbuf_8",
        "clk_latency_ns": 0.28,
        "ctsLongestPathBuffers": 2,
    },
    "final_layout": {
        "utilization": 0.279,
        "drive_gt1_frac": 0.0881,
        "area_growth_pct": 33.5,
        "instances_no_fill": 332,
        "num-fill-cells": 868,
    },
    "worst_setup_path": {
        "end_kind": "primary output",
        "cp_max_fo": 5,
        "crit_path_start_kind": "flip-flop",
        "r2r-end": "row_addr_q[4]",
        "reg2reg_depth": 6,
        "critical_path_class": "reg -> out",
        "r2r_start": "crow_addr_q[0]",
        "reg2reg_slack_ns": 0.76,
        "cp.arrival_ns": 1.94,
        "worst_ep_required_time_ns": 2.08,
        "startpoint": "cell_wr_addr_q[1]",
    },
    "synthesis": {
        "top_cell": "dfxtp_1",
        "syn_area_mm2": 0.00170,
        "netlist.area_leader.share": 0.389,
        "yosysWarningCount": 1,
        "avgSynthCellArea_um2": 9.08,
        "synth_cell_type_count": 38,
        "async_flop_share": 0,
        "largest_area_cell": "dfxtp_1",
        "synthCells": 187,
        "netlist_top_cells_count": "33 x dfxtp_1, 28 x nor2_1, 12 x nand2_1",
        "postSynthSeqShare": 0.389,
        "ys_chip_area_mm2": 0.00170,
        "yosys-top-cells-area": "dfxtp_1 39%, ha_1 8.1%, nor2_1 6.2%, xnor2_1 5.7%, xor2_1 4.6%",
        "yosys_cells": 187,
        "ys.flops": 33,
        "synth-edff-count": 0,
        "ff_type": "dfxtp_1",
    },
    "final_timing": {
        "slew_violations": 0,
        "clock-skew-final_ns": 0.00801,
        "setup_tns_ns": 0,
        "max_freq_mhz": 407,
        "period_minus_slack_ns": 2.46,
        "rsz0062_at_grt": "false",
        "finalSetupViolCount": 0,
        "tightest_slew_ns": 0.628,
        "whs_ns": 0.495,
        "slew_headroom": 0.580,
        "fin_crit_sh": 0.946,
        "finalHoldViolCount": 0,
    },
    "grt": {
        "grt-busiest-layer": "met2",
        "grt_use_met2": 0.0955,
        "met1_usage": 0.0841,
        "grt_util_met3": 0.0279,
        "overflow": 0,
        "grt_max_degree": 21,
        "antenna_found_initial": 0,
        "track_usage": 0.0633,
        "grt_pass1_wl_mm": 6.66,
        "grt_pass1_vias": 1323,
    },
    "floorplan": {
        "fp_util": 0.209,
        "die_x_um": 111,
        "num_rows": 33,
        "ios": 38,
        "dieHeight_um": 111,
        "core_mm2": 0.00813,
        "dieArea_mm2": 0.0123,
    },
    "run_status": {
        "status": "completed",
    },
    "placed_design": {
        "gp_congestion": 0.765,
        "dpl.hpwl_mm": 3.01,
        "portBuffers": 36,
        "placedCellCount": 324,
    },
    "worst_hold_path": {
        "hold_end": "ccol_store_ctn_q[1]",
        "whs_path_depth": 2,
        "hold_path.class": "reg -> reg",
        "min_from": "ccol_store_ctn_q[1]",
    },
    "flow_run": {
        "openroad.warnings": 29,
        "cap_violations": 0,
    },
}
[placed cells by master, fill, tap and decap left out, types with 2 or more instances in the layout]
cell type	synthesis	routed
or3_1	2	2
nor4_1	3	2
mux2i_1	4	4
ha_1	11	11
nand2_1	12	12
nor2_1	28	28
xnor2_1	11	11
buf_4	2	3
nor2b_1	3	3
nand4b_1	2	2
xor2_1	9	9
clkdlybuf4s50_1	0	36
nand3_1	8	8
nor3_1	5	5
clkinv_2	0	2
dfxtp_1	33	32
nand4_1	5	5
clkbuf_8	0	5
nand2b_1	3	3
o21ai_0	6	6
nand3b_1	2	2
nor3b_1	3	3
a21oi_1	8	8
inv_1	8	8
[metrics by stage]
| step | power (mW) | cell area, um^2 | setup slack [ns] |
|---|---|---|---|
| 2_1_floorplan | 0.548 | 1700 | 0.869 |
| 3_3_place_gp | 0.570 | 2160 | 0.239 |
| 3_5_place_dp | 0.570 | 2160 | 0.218 |
| 4_1_cts | 0.954 | 2260 | 0.0334 |
| 5_1_grt | 0.983 | 2270 | 0.0195 |
| 6_report | 0.935 | 2270 | 0.141 |
[timing repair]
action	4_1_cts	5_1_grt
hold buffers	0	0
endpoints found under the setup margin	2	2
hold endpoints to repair	0	0
resized	2	3
gates cloned	0	0
[per-layer routing]
metal	vias up	routed length [um]
met5	-	0
met4	0	29
met3	6	355
met2	31	1690
met1	625	1870
li1	721	-
[registers in the layout (all words and copies together) (netlist names)]
name / flops
ccol_addr_q: 6
ccol_store_ctn_q: 3
cctrl_st_q: 1
cell_wr_addr_q: 11
crow_addr_q: 3
pgcol_addr_q: 4
row_addr_q: 5
[worst max-delay path by stage]
stage	slack, ns	end	cells past startpoint
after CTS	0.03	cell_fetch_start_o	5
after global routing	0.02	frame_complete_o	5
final	0.14	cell_fetch_start_o	5
[worst max-delay path: stages (launching register included)]
cell and delay, ns:
dfxtp_1 0.37, ha_1 0.18, and4_4 0.29, nand2_4 0.08, nor4_4 0.23, clkdlybuf4s50_1 0.51
[power by group through the flow]
stage	sequential, mW	clock, mW	combinational (mW)
after CTS	0.515	0.396	0.0442
after global routing	0.515	0.420	0.0482
final	0.515	0.377	0.0428
[kinds of logic after synthesis]
kind of cell,share of synthesized area
fa+ha+maj,0.0811
other cells,0.00221
xor+xnor,0.103
mux,0.0302
simple gates,0.284
buf+inv,0.0472
flops,0.389
compound gates,0.0634
[layout make-up]
type / instances / area, um^2 / share of cell area
tap: 105 / 131 / 0.0579
clock buffer: 5 / 68.8 / 0.0304
inverter: 8 / 30.0 / 0.0132
clock inverter: 3 / 17.5 / 0.00773
multi-input combinational: 139 / 975 / 0.430
sequential: 33 / 662 / 0.292
timing repair buffer: 39 / 383 / 0.169
Power and IR drop assume default switching activity.
