**flow/run.sh**
```bash
#!/bin/bash
# OpenROAD 26Q1-2900-gdf79404cd8, Yosys 0.63+post, stock flow scripts
make -C /OpenROAD-flow-scripts/flow DESIGN_CONFIG=/design/flow/config.mk WORK_HOME=/design/flow/orfs finish
```
**flow/config.mk**
```make
export PLATFORM = sky130hd
export DESIGN_NAME = cell_mask
export DESIGN_NICKNAME = cell_mask
export VERILOG_FILES = /design/flow/design.v
export SDC_FILE = /design/flow/constraint.sdc
export NUM_CORES = 4
export LEC_CHECK = 1
export CORE_AREA = 10 10 588 588
export DIE_AREA = 0 0 598 598
```
**flow/constraint.sdc**
```tcl
current_design cell_mask

set clk_period 1.0
set clk_io_pct 0.2

create_clock -name clk0 -period $clk_period

set non_clock_inputs [all_inputs -no_clocks]
set_input_delay [expr $clk_period * $clk_io_pct] -clock clk0 $non_clock_inputs
set_output_delay [expr $clk_period * $clk_io_pct] -clock clk0 [all_outputs]
```
**flow/design.v**
```verilog
module cell_mask
#(
    parameter CELL_WIDTH        = 768,
    parameter PIXEL_WIDTH       = 8,
    parameter CELL_ROW_PNUM     = 8,                 
    parameter CELL_COL_PNUM     = 8                  
)
(
    input   [CELL_WIDTH-1:0]    cell_i,
    input                       t_msk_en_i,
    input                       b_msk_en_i,
    input                       l_msk_en_i,
    input                       r_msk_en_i,
    output  [CELL_WIDTH-1:0]    cell_o
);
    localparam IPXL_SIZE    = CELL_ROW_PNUM*CELL_COL_PNUM*PIXEL_WIDTH;
    localparam LOPXL_SIZE   = CELL_ROW_PNUM*PIXEL_WIDTH;
    localparam ROPXL_SIZE   = CELL_ROW_PNUM*PIXEL_WIDTH;
    localparam TOPXL_SIZE   = CELL_COL_PNUM*PIXEL_WIDTH;
    localparam BOPXL_SIZE   = CELL_COL_PNUM*PIXEL_WIDTH;
    wire    [IPXL_SIZE-1:0]     ipxl_flat  ;
    wire    [LOPXL_SIZE-1:0]    l_opxl_flat;
    wire    [ROPXL_SIZE-1:0]    r_opxl_flat;
    wire    [TOPXL_SIZE-1:0]    t_opxl_flat;
    wire    [BOPXL_SIZE-1:0]    b_opxl_flat;
    wire    [LOPXL_SIZE-1:0]    l_opxl_msk;
    wire    [ROPXL_SIZE-1:0]    r_opxl_msk;
    wire    [TOPXL_SIZE-1:0]    t_opxl_msk;
    wire    [BOPXL_SIZE-1:0]    b_opxl_msk;
    assign {ipxl_flat, t_opxl_flat, l_opxl_flat, r_opxl_flat, b_opxl_flat} = cell_i;
    assign t_opxl_msk   = {TOPXL_SIZE{~(t_msk_en_i)}} & t_opxl_flat;
    assign l_opxl_msk   = {LOPXL_SIZE{~(l_msk_en_i)}} & l_opxl_flat;
    assign r_opxl_msk   = {ROPXL_SIZE{~(r_msk_en_i)}} & r_opxl_flat;
    assign b_opxl_msk   = {BOPXL_SIZE{~(b_msk_en_i)}} & b_opxl_flat;
    assign cell_o       = {b_opxl_msk, r_opxl_msk, l_opxl_msk, t_opxl_msk, ipxl_flat};
endmodule
```
==> Changelog: implementation <==
### Physical design

* Yosys stat area at ~5600 µm²
* RSZ-0062 raised after global routing: true
* Post-synthesis simple-gate area fraction at between 20% and 30%
* CP max FO at 4
* Fa+ha+maj area frac at 0%
* ANT nets after route at 0
* Max-Slew Margin vs Limit at between 80% and 90%
* P_int at 3.30 mW
* Hold path start: cell_i[582]
* Final worst slack at -0.334 ns
* DRC violations left at 0
* Die Wd at roughly 600 µm
* Comb power frac at about 100%
* Sequential area share after synthesis at 0%
* Leak at 5.61 nW
* Antenna violations before repair at 179
* Total power at around 5.8 mW
* Crit. Startpoint: b_msk_en_i
* Gr ovfl total at 0
* Worst EP required at roughly 0.8 ns
* GRT Overall Usage at between 15 and 20%
* Share of cells above drive strength 1 at between 60 and 70%
* Max-cap violations at 0
* Worst setup EP type: output pin
* Failing checks: setup timing
* CP Launch Type: primary input
* Netlist cell types at 5
* # rows at 212
* Number of global-route vias before repair at between 6000 and 7000
* Sw Share at between 40% and 50%
* Min cycle time layout at 1.33 ns
* Status: finished with violations
* Fp util at approximately 1.7%
* First-pass GRT wire length at about 350 mm
* Max Freq at approximately 750 MHz
* Xor/xnor share at 0%
* Crit path kind: primary input to output pin
* Flop area at 0 µm²
* Registers at 0
* Via count at between 6000 and 7000
* # Cells Yosys at just under 800
* Endpoints failing setup at approximately 240
* Seq pwr share at 0%
* Top cells by count: 515 x buf_4, 243 x nor2b_1, 24 x buf_2
* Crit path arrival time at between 1 and 1.5 ns
* GP Congestion at between 0.8 and 0.9
* P per Cell Area at 352 nW/µm²
* DP HPWL at between 300 and 400 mm
* DR iter-0 viols at between 200 and 300
* Layout area overhead at 194%
* Mapped Area at between 5000 and 6000 µm²
* Clk pwr share at 0%
* Largest net degree at the start of global routing at 17
* Area after DPL at between 10000 and 15000 µm²
* DR vias/cell at 1.29
* Clock buf count at 0
* Maximum vdd drop at 115 µV
* Die area at ~360000 µm²
* Cell type with the largest total area: buf_4
* Cell count after synthesis at around 800
* Post-route setup TNS at -39.76 ns
* Post-CTS Hold Buffers at 0
* Top cells, area: buf_4 69%, nor2b_1 27%, buf_2 2.1%
* Compound Share, Synth at 0%
* OpenROAD warnings at 34
* Mux share at 0%
* Io pins at approximately 1500
* Port buffer count at ~520
* Least-Margin Pin Slew at ~0.22 ns
* Die Y at roughly 600 µm
* DR WL/cell at ~62 µm
* Top-count cell post-synth: buf_4
* Syn Area/Cell at approximately 7.1 µm²
* Main logic family after synthesis: buffers and inverters
* Final wirelength at around 330 mm
* Initial DRT Pass Iterations at 6
* Synth warn at 0
* Core footprint at 333000 µm²
* Final hold vios at 0
* Min Hold Slack at between 0.4 and 0.5 ns
* Core Util, Final at under 10%
* Area leader share at 68.9%
* Final Max Slew Viols at 0
* Hold crit path type: primary input to output pin
* Period utilisation layout at 133%
* Sw power at between 2 and 3 mW
* Design Area, Final at ~17000 µm²
final cells by class:
class | count | area, µm²
Fill cell | 39300 | 317000
Timing Repair Buffer | 607 | 7640
Tap cell | 4387 | 5490
Multi-Input combinational cell | 256 | 3260
Antenna cell | 53 | 133
worst paths after layout:
path / end / slack, ns / cells past startpoint
worst min-delay path: cell_o[326] / 0.40 / 0
worst max-delay path: cell_o[711] / -0.33 / 7
timing repair:
action / 4_1_cts / 5_1_grt
buffers inserted: 55 / 9
resized: 1158 / 97
endpoints found under the setup margin: 256 / 253
cloned: 28 / 1
logic make-up after synthesis:
logic type / Yosys count
buffers and inverters: 540
AND/OR/NAND/NOR: 256
power by group through the flow:
stage	clock network [mW]	logic (mW)	registers, mW
6_report	0.00000767	5.81	0
5_1_grt	0.000000674	6.10	0
4_1_cts	0	6.02	0
metal layers:
layer	share of wire, %	vias up	track usage [%]
met5	0.11	-	0.0925
met4	4.4	46	5.04
met3	36	552	31.5
met2	48	1644	31.1
met1	11	2538	5.52
li1	-	2079	-
cell usage in the layout, fill, tap and decap left out, drive strengths merged:
cell type	instances
clkbuf	3
diode	53
dlygate4sd2	142
buf	344
and2b	13
nor2b	243
clkdlybuf4s15	32
clkdlybuf4s50	78
dlymetal6s2s	8
worst max-delay path, cell delays in order:
cell and delay (ns):
buf_12 0.10, buf_16 0.14, buf_4 0.14, buf_8 0.12, buf_8 0.13, nor2b_4 0.16
buf_6 0.12
through the flow:
step                std cells  worst slack, ns
floorplan                 796            0.145
global placement         5173            -1.09
CTS                      5255           -0.381
global route             5255           -0.360
finish                   5303           -0.334
detailed placement       5173            -1.08
Power figures rest on the tool's default switching activity, not on a simulated workload.
